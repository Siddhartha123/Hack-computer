File: flow/design.v
`timescale 1ns / 1ps
module Or16(input [15:0] a,b,
    output [15:0] out);
    _Or X1(a[0],b[0],out[0]);
    _Or X2(a[1],b[1],out[1]);
    _Or X3(a[2],b[2],out[2]);
    _Or X4(a[3],b[3],out[3]);
    _Or X5(a[4],b[4],out[4]);
    _Or X6(a[5],b[5],out[5]);
    _Or X7(a[6],b[6],out[6]);
    _Or X8(a[7],b[7],out[7]);
    _Or X9(a[8],b[8],out[8]);
    _Or X10(a[9],b[9],out[9]);
    _Or X11(a[10],b[10],out[10]);
    _Or X12(a[11],b[11],out[11]);
    _Or X13(a[12],b[12],out[12]);
    _Or X14(a[13],b[13],out[13]);
    _Or X15(a[14],b[14],out[14]);
    _Or X16(a[15],b[15],out[15]);
endmodule
`timescale 1ns / 1ps
module _Or(input a,b,
    output c);
    wire _a,_b;
    nand X1(_a,a,a);
    nand X2(_b,b,b);
    nand X3(c,_a,_b);
endmodule
File: flow/run.sh
#!/bin/bash
# OpenROAD 26Q1-2900-gdf79404cd8, Yosys 0.63+post, stock flow scripts
make -C /OpenROAD-flow-scripts/flow DESIGN_CONFIG=/design/flow/config.mk WORK_HOME=/design/flow/orfs finish
File: flow/config.mk
export PLATFORM = sky130hd
export DESIGN_NAME = Or16
export DESIGN_NICKNAME = Or16
export VERILOG_FILES = /design/flow/design.v
export SDC_FILE = /design/flow/constraint.sdc
export NUM_CORES = 4
export LEC_CHECK = 1
export CORE_AREA = 10 10 70 70
export DIE_AREA = 0 0 80 80
File: flow/constraint.sdc
current_design Or16

set clk_period 1.0
set clk_io_pct 0.2

create_clock -name clk0 -period $clk_period

set non_clock_inputs [all_inputs -no_clocks]
set_input_delay [expr $clk_period * $clk_io_pct] -clock clk0 $non_clock_inputs
set_output_delay [expr $clk_period * $clk_io_pct] -clock clk0 [all_outputs]
==> results.toml <==
# synthesis and place-and-route metrics
[outcome]
status = "complete, no violations"

[synthesis]
area_leaders = "buf_4, or2_1"
yosys_warnings = 0
ys_seq_share = 0
syn-cell-area_um2 = 220
synthCells = 32
yosysTopAreaCellShare = 0.545
top_area_cell = "buf_4"
synthDistinctLibCells = 2
yosys.stat.chipArea_um2 = 220
avgSynthCellArea_um2 = 6.88
yosysCellCount = 32
synthTopCellsByCount = "buf_4, or2_1"

[floorplan]
fp_util = 0.0645
row_count = 21
die_w_um = 80
core-area_mm2 = 0.00342
die_area_mm2 = 0.00640
io_pins = 48
die_y_um = 80

[routing]
firstDrtPassIters = 2
num_vias = 276
wl_um = 978
drc_errors = 0
ant_nets = 0
n_antenna_cell = 0
drt_iter0_drc = 1
vias_per_cell = 2.51
post_drt_wl_per_cell_um = 8.89

[run]
warning_count = 32
drv_cap = 0

[global_route]
first_global_vias = 328
grtUsageTotal = 0.0270
grt.overflow.total = 0
antenna_found_initial = 0
grt_max_degree = 2
grt_pass1_wl_um = 1460

[placed_design]
numPortBuffers = 48
preCtsSetupSlack_ps = -470
globalplace.congestion = 0.664
hpwl_um = 953

[final_timing]
fin_crit_sh = 0.950
report.final.slew_viol_count = 0
rsz0062_at_grt = "false"
period_minus_slack_ps = 950
hold_viol_final = 0
setup_viol = 0
slew_headroom = 0.969
fin_ws_ps = 49.6
worst_slew_pin_slew_ps = 46.9
max_freq_mhz = 1050

[setup_path]
worstSetupPathType = "in -> out"
cp_num_buf_inv = 2
start_kind = "input port"
cpLargestDelayFamily = "buffers and inverters"
slowest_delay_ps = 230
crit_start = "a[14]"
crit_required_ps = 800
worstPathCellList = "dlygate4sd2_1 > or2_1 > buf_2"
crit_fanout = 1
end_kind = "primary output"
slowest_stage = "dlygate4sd2_1"
cp.arrival_ps = 750

[cells_and_area]
drive_gt1_frac = 0.250
clockBufferCount = 0
comb_area_um2 = 100
utilization = 0.152
fill_cells = 416
seq_cells = 0
regArea_um2 = 0
area_delta_synth_final_pct = 136

[pwr]
power.leakage_nw = 0.247
ir_drop_mv = 0.0586
pwr_density_cell_mw_per_mm2 = 232

[min_path]
hold_depth = 3
hold_path.class = "in -> out"
hold_end = "out[10]"
hold_start = "b[10]"
## power by group
group	switching, mW	leakage (nW)	internal [mW]
sequential	0	0	0
combinational	0.0226	0.247	0.0980
clock	0	0	0
## cell usage in the layout, fill, tap and decap left out
cell type	Yosys	final
or2_1	16	16
buf_2	0	16
dlygate4sd2_1	0	31
clkdlybuf4s15_1	0	1
## stage by stage
stage | cells | cell area (um2) | hold WS (ps) | TNS, ps | total power [mW]
finish | 110 | 519 | 741 | 0 | 0.121
CTS | 110 | 518 | 747 | 0 | 0.125
global route | 110 | 519 | 761 | 0 | 0.137
global placement | 110 | 638 | 1390 | -6790 | 0.200
floorplan | 32 | 220 | 549 | 0 | 0.0589
detailed placement | 110 | 638 | 1390 | -6800 | 0.201
## routing by layer
layer / share of wire / vias up / GRT usage
li1: - / 144 / -
met1: 0.35 / 108 / 0.0290
met2: 0.46 / 24 / 0.0441
met3: 0.19 / 0 / 0.0205
met4: 0 / 0 / 0
met5: 0 / - / 0
## cell type report
cell class                 count  share of cell area
timing repair buffer          48               0.696
multi-input combinational     16               0.193
tap                           46               0.111
## kinds of logic after synthesis
logic type	share of synthesized area
AND/OR/NAND/NOR	0.455
buffers and inverters	0.545
## timing repair
item / 4_1_cts / 5_1_grt
endpoints found under the setup margin: 16 / 1
resized: 81 / 1
hold buffers: 0 / 0
cloned: 0 / 0
buffers inserted: 0 / 0
pin swaps: 16 / 1
## worst max path at each step
stage | slack (ps) | to | depth (start not counted)
4_1_cts | 30 | out[6] | 3
5_1_grt | 8 | out[6] | 3
6_report | 50 | out[14] | 3
Power and IR drop assume default switching activity.
